==> design/flow/run.sh <==
#!/bin/bash
# OpenROAD 26Q1-2900-gdf79404cd8, Yosys 0.63+post, stock flow scripts
make -C /OpenROAD-flow-scripts/flow DESIGN_CONFIG=/design/flow/config.mk WORK_HOME=/design/flow/orfs finish
==> design/flow/constraint.sdc <==
current_design Execution_Block

set clk_period 12.8
set clk_io_pct 0.2

create_clock -name clk0 -period $clk_period [get_ports {clk}]

set non_clock_inputs [all_inputs -no_clocks]
set_input_delay [expr $clk_period * $clk_io_pct] -clock clk0 $non_clock_inputs
set_output_delay [expr $clk_period * $clk_io_pct] -clock clk0 [all_outputs]
==> design/flow/design.v <==
`timescale 1ns / 1ps
module Execution_Block(flag_ex,ans_ex,data_out,B_Bypass,mem_en_ex,mem_rw_ex,mem_mux_sel_ex,RW_ex,A,B,data_in,op_dec,clk,mem_en_dec,mem_rw_dec,mem_mux_sel_dec,RW_dec,reset); 
output [3:0] flag_ex;
output reg [7:0] ans_ex,data_out,B_Bypass;
output reg [4:0] RW_ex;
output reg mem_en_ex,mem_rw_ex,mem_mux_sel_ex;
input [7:0] A,B,data_in;
input [4:0] op_dec,RW_dec;
input clk,reset,mem_en_dec,mem_rw_dec,mem_mux_sel_dec;
wire [7:0] data_out_buff,ans_temp,t_add,t_sub,temp_rsa,comp_B,ans_ex_temp,data_out_temp,B_bypass_temp;
wire [3:0] flag_temp,flag;
reg [3:0] flag_ex_reg;
wire [6:0] ct,cs;
wire [4:0] RW_ex_temp;
wire a_carry,s_carry,overflow_a,overflow_s,zero,parity,mem_en_ex_temp,mem_rw_ex_temp,mem_mux_sel_ex_temp;
assign comp_B = (~B) + 8'b00000001;
assign {ct[0],t_add[0]} = A[0] + B[0];
assign {ct[1],t_add[1]} = A[1] + B[1] + ct[0];
assign {ct[2],t_add[2]} = A[2] + B[2] + ct[1];
assign {ct[3],t_add[3]} = A[3] + B[3] + ct[2];
assign {ct[4],t_add[4]} = A[4] + B[4] + ct[3];
assign {ct[5],t_add[5]} = A[5] + B[5] + ct[4];
assign {ct[6],t_add[6]} = A[6] + B[6] + ct[5];
assign {a_carry,t_add[7]} = A[7] + B[7] + ct[6];
assign overflow_a = a_carry ^ ct[6];
assign {cs[0],t_sub[0]} = A[0] + comp_B[0];
assign {cs[1],t_sub[1]} = A[1] + comp_B[1] + cs[0];
assign {cs[2],t_sub[2]} = A[2] + comp_B[2] + cs[1];
assign {cs[3],t_sub[3]} = A[3] + comp_B[3] + cs[2];
assign {cs[4],t_sub[4]} = A[4] + comp_B[4] + cs[3];
assign {cs[5],t_sub[5]} = A[5] + comp_B[5] + cs[4];
assign {cs[6],t_sub[6]} = A[6] + comp_B[6] + cs[5];
assign {s_carry,t_sub[7]} = A[7] + comp_B[7] + cs[6];
assign overflow_s = s_carry ^ cs[6];
assign temp_rsa = (B[2:0] == 3'b000) ? A :
                  (B[2:0] == 3'b001) ? {A[7],A[7:1]} :
						(B[2:0] == 3'b010) ? {A[7],A[7],A[7:2]} :
						(B[2:0] == 3'b011) ? {A[7],A[7],A[7],A[7:3]} :
						(B[2:0] == 3'b100) ? {A[7],A[7],A[7],A[7],A[7:4]} :
						(B[2:0] == 3'b101) ? {A[7],A[7],A[7],A[7],A[7],A[7:5]} :
               	(B[2:0] == 3'b110) ? {A[7],A[7],A[7],A[7],A[7],A[7],A[7:6]} :
                  (B[2:0] == 3'b110) ? {A[7],A[7],A[7],A[7],A[7],A[7],A[7],A[7]} : 8'bx;
assign data_out_buff = (op_dec == 5'b10111) ? A : data_out;
assign ans_temp = (op_dec == 5'b00000) ? t_add :
                  (op_dec == 5'b00001) ? t_sub :
						(op_dec == 5'b00010) ? B :
						(op_dec == 5'b00100) ? A&B :
						(op_dec == 5'b00101) ? A|B :
						(op_dec == 5'b00110) ? A^B :
						(op_dec == 5'b00111) ? (~B) :
						(op_dec == 5'b01000) ? t_add :
						(op_dec == 5'b01001) ? t_sub :
						(op_dec == 5'b01010) ? B :
						(op_dec == 5'b01100) ? A&B :
						(op_dec == 5'b01101) ? A|B :
						(op_dec == 5'b01110) ? A^B :
						(op_dec == 5'b01111) ? (~B) :
						(op_dec == 5'b10000) ? ans_ex:
						(op_dec == 5'b10001) ? ans_ex:
						(op_dec == 5'b10100) ? A :
						(op_dec == 5'b10101) ? A :
						(op_dec == 5'b10110) ? data_in :
						(op_dec == 5'b10111) ? ans_ex :
						(op_dec == 5'b11000) ? ans_ex:
						(op_dec == 5'b11001) ? A<<B :
						(op_dec == 5'b11010) ? A>>B : 
						(op_dec == 5'b11011) ? temp_rsa :
						(op_dec == 5'b11100) ? ans_ex:
						(op_dec == 5'b11101) ? ans_ex :
						(op_dec == 5'b11110) ? ans_ex:
						(op_dec == 5'b11111) ? ans_ex: 8'b0;
assign zero = ~(ans_temp[0] | ans_temp[1] | ans_temp[2] | ans_temp[3] | ans_temp[4] | ans_temp[5] | ans_temp[6] | ans_temp[7]);
assign parity =  (ans_temp[0] ^ ans_temp[1] ^ ans_temp[2] ^ ans_temp[3] ^ans_temp[4] ^ans_temp[5] ^ ans_temp[6] ^ ans_temp[7]);
assign flag_temp =(op_dec == 5'b00000) ? {parity,overflow_a,zero,a_carry} :
                  (op_dec == 5'b00001) ? {parity,overflow_s,zero,s_carry} :
						(op_dec == 5'b00010) ? {parity,1'b0,zero,1'b0} :
						(op_dec == 5'b00100) ? {parity,1'b0,zero,1'b0} :
						(op_dec == 5'b00101) ? {parity,1'b0,zero,1'b0} :
						(op_dec == 5'b00110) ? {parity,1'b0,zero,1'b0} :
						(op_dec == 5'b00111) ? {parity,1'b0,zero,1'b0} :
						(op_dec == 5'b01000) ? {parity,overflow_a,zero,a_carry} :
						(op_dec == 5'b01001) ? {parity,overflow_s,zero,s_carry} :
						(op_dec == 5'b01010) ? {parity,1'b0,zero,1'b0} :
						(op_dec == 5'b01100) ? {parity,1'b0,zero,1'b0} :
						(op_dec == 5'b01101) ? {parity,1'b0,zero,1'b0} :
						(op_dec == 5'b01110) ? {parity,1'b0,zero,1'b0} :
						(op_dec == 5'b01111) ? {parity,1'b0,zero,1'b0} :
						(op_dec == 5'b10000) ? 4'b0000 :
						(op_dec == 5'b10001) ? 4'b0000 :
						(op_dec == 5'b10100) ? flag_ex_reg :
						(op_dec == 5'b10101) ? flag_ex_reg :
						(op_dec == 5'b10110) ? {parity,1'b0,zero,1'b0} :
						(op_dec == 5'b10111) ? flag_ex_reg :
						(op_dec == 5'b11000) ? flag_ex_reg :
						(op_dec == 5'b11001) ? {parity,1'b0,zero,1'b0} :
						(op_dec == 5'b11010) ? {parity,1'b0,zero,1'b0} :
						(op_dec == 5'b11011) ? {parity,1'b0,zero,1'b0} :
						(op_dec == 5'b11100) ? flag_ex_reg :
						(op_dec == 5'b11101) ? flag_ex_reg :
						(op_dec == 5'b11110) ? flag_ex_reg :
						(op_dec == 5'b11111) ? flag_ex_reg : 8'b0;
assign flag_ex  = flag_temp;
assign ans_ex_temp = (reset ==1'b0) ? 0 : ans_temp;
assign B_bypass_temp = (reset ==1'b0) ? 0 : B;
assign data_out_temp = (reset ==1'b0) ? 0 : data_out_buff;
assign RW_ex_temp = (reset ==1'b0) ? 0 : RW_dec;
assign mem_en_ex_temp = (reset ==1'b0) ? 0 : mem_en_dec;
assign mem_rw_ex_temp = (reset ==1'b0) ? 0 : mem_rw_dec;
assign mem_mux_sel_ex_temp = (reset ==1'b0) ? 0 : mem_mux_sel_dec;
assign flag = (reset == 1'b0) ? 0 : flag_ex;
always@(posedge clk)
begin
	 begin
	    ans_ex <= ans_ex_temp;
		 B_Bypass <= B_bypass_temp;
		 data_out <= data_out_temp;
       mem_en_ex <= mem_en_ex_temp;
		 mem_rw_ex <= mem_rw_ex_temp;
		 mem_mux_sel_ex <= mem_mux_sel_ex_temp;
		 RW_ex <= RW_ex_temp;
		 flag_ex_reg <= flag;
	 end
end
endmodule
==> design/flow/config.mk <==
export PLATFORM = sky130hd
export DESIGN_NAME = Execution_Block
export DESIGN_NICKNAME = Execution_Block
export VERILOG_FILES = /design/flow/design.v
export SDC_FILE = /design/flow/constraint.sdc
export NUM_CORES = 4
export LEC_CHECK = 1
export CORE_UTILIZATION = 30
==> job_summary.md <==
## Implementation flow summary

| Metric | Value |
|---|---|
| Status | finished clean |
| Top Registers | B_Bypass x8, ans_ex x8, data_out x8 |
| Yosys Instances | roughly 700 |
| Max-cap violations | 0 |
| TritonCTS clock tree | built |
| Setup WS pre-CTS | 0.7655 ns |
| Total Routing Usage GR | 0.2738 |
| CTS clk-pin slew, worst paths | 0.06 ns |
| Clock latency (worst-skew pair) | just under 0.3 ns |
| Worst-path fanout max | 13 |
| IO Pins | between 70 and 80 |
| Gate power share | 0.441 |
| Worst-Margin Slew | 1.008 ns |
| RSZ-0062 raised after global routing | no |
| WP data arrival | approximately 9.5 ns |
| Total gr overflow | 0 |
| N_diodes | 0 |
| Hold WC Path Type | reg -> reg |
| Slowest stage delay, CP | 0.78 ns |
| Via Count | 5879 |
| Cell Area, Synth | ~4900 um2 |
| CP cell instances | clkdlybuf4s50_1 -> inv_1 -> ha_1 -> ha_1 -> inv_1 -> fa_1 -> fa_1 -> fa_1 -> fa_1 -> fa_1 -> fa_1 -> nor2b_1 -> or2_2 -> a22o_1 -> nor3_1 -> o22ai_4 -> xnor2_1 -> xnor2_2 -> xnor3_1 -> nor3_1 -> a221o_1 -> clkdlybuf4s50_1 |
| Flop pwr share | 0.264 |
| Post-route DRC | 0 |
| Post-CTS sizing | 0 |
| Min Tclk post-route | 12.01 ns |
| Register bit total from synthesis | 36 |
| Switching Fraction | 0.3675 |
| Max Root-Sink Buffers | 2 |
| Maximum VDD drop | between 50 and 60 uV |
| Synth Flop Type | dfxtp_1 |
| Fmax | ~83 MHz |
| Number of global-route vias before repair | approximately 5500 |
| Cell area leaders | dfxtp_1, a21oi_1, ha_1 |
| DP Wirelength | 16.39 mm |
| Final Setup Violations | 0 |
| I/O Buffers | 74 |
| Rel. slew slack | 0.3219 |
| Seq share, synth | 0.1457 |
| EDFF count, synth | 0 |
| FILL cells | 1759 |
| Initial cell density of the core | 0.3091 |
| R2R Path End | flag_ex_reg[3]$_SDFF_PN0_ |
| Cell taking the most area after synthesis | dfxtp_1 |
| Rows | ~46 |
| Endpoints failing hold | 0 |
| Total negative slack | 0 ns |
| Yosys warns | 1 |
| Routed vias/inst | 6.124 |
| Initial antenna violation count | 0 |
| Die height | about 130 um |
| Slowest CP cell | clkdlybuf4s50_1 |
| Psw | 177.4 uW |
| Combinational Area | between 3000 and 4000 um2 |
| Syn-to-layout area delta | 22.34% |
| Reg area | around 720 um2 |
| Setup slack after layout | 0.7911 ns |
| Log Warnings | 37 |
| R2R depth | 14 |
| RR Startpoint | ans_ex[1]$_SDFF_PN0_ |
| Post-CTS repair timing setup buffer count | 0 |
| Core Area | 16000 um2 |
| Pint | 305.3 uW |
| Pwr dens | 79.76 nW/um2 |
| Final Max Slew Viols | 0 |
| Largest net degree at the start of global routing | 77 |
| Most common cell on crit path | fa_1 |
| Fin Clk Skew | about 0.0056 ns |
| Wirelength per Cell | between 20 and 25 um |
| Total CTS buffers | 5 |
| Die area | 17000 um2 |
| H-Tree Depth | 2 |
| Leakage power | 0.002206 uW |
| Crit path kind | in -> out |
| CP startpoint kind | primary input |
| Syn_area_per_cell | slightly above 7 um2 |
| First-pass GRT wire length | 33.45 mm |
| Fraction of layout instances using a drive strength above 1 | 0.06720 |
| Flop2flop setup slack | 9.25 ns |
| Async SR Flop Fraction | 0 |
| CTS Root Cell | clkbuf_16 |
| Clock share of power | 0.295 |
| DRT antenna net count | 0 |
| Hold-fix buffers, CTS | 0 |
| Final period utilization | 0.9382 |
| Cells after synthesis | 697 |
| Placer Congestion | about 1.1 |
| Clock tree sinks | 36 |
| WHS Endpoint | data_out[7]$_SDFFE_PN0P_ |
| Cell Type Count | about 79 |
| Initial DRC count | between 600 and 700 |
| Detailed Route WL | 22.45 mm |
| Worst hold start | data_out[7]$_SDFFE_PN0P_ |
| Hold path cells | 2 |
| Initial DRT Pass Iterations | 7 |
| Worst Setup End Kind | output port |
| Critical Path RT | a little over 10 ns |
| Die W | around 130 um |
| Top cell area share | 0.1457 |
| Yosys synthesis chip area | 4946 um2 |
==> metrics by stage <==
| step | hold WS, ns | power [uW] | instances | utilization | instance area (um2) |
|---|---|---|---|---|---|
| floorplan | 0.4386 | 256.2 | 697 | - | 4946 |
| global placement | 0.4666 | 339.6 | 952 | 0.3677 | 5883 |
| detailed placement | 0.4670 | 337.7 | 952 | 0.3677 | 5883 |
| CTS | 0.4750 | 482.9 | 960 | 0.3782 | 6051 |
| global route | 0.5185 | 511.2 | 960 | 0.3782 | 6051 |
| finish | 0.4708 | 482.6 | 960 | 0.3782 | 6051 |
==> power groups by stage <==
stage	sequential, uW	clock [uW]	combinational, uW
after CTS	127	146	209
after global routing	128	151	232
final	127	142	213
==> cell usage after synthesis, drive strengths merged (4+ instances only) <==
master / n
a211o: 4
a211oi: 12
a21boi: 5
a21oi: 69
a221o: 8
a221oi: 4
a22o: 8
a22oi: 6
a31oi: 5
a32o: 6
a32oi: 4
and2: 19
and3: 5
buf: 13
clkbuf: 43
dfxtp: 36
fa: 14
ha: 23
inv: 30
mux2i: 14
nand2: 60
nand2b: 8
nand3: 18
nand3b: 10
nor2: 58
nor2b: 11
nor3: 22
nor3b: 6
nor4: 12
o211ai: 16
o21ai: 55
o221ai: 7
o22ai: 18
o32ai: 6
or2: 7
or3: 5
xnor2: 9
==> logic make-up (layout without fill, tap and decap cells) <==
kind of cell | Yosys count | count (layout) | share of synthesized area
AND-OR/OR-AND | 253 | 253 | 0.3446
AND/OR/NAND/NOR | 257 | 257 | 0.2692
multiplexers | 15 | 15 | 0.03061
adder cells (fa/ha/maj) | 37 | 37 | 0.1149
flip-flops | 36 | 36 | 0.1457
XOR/XNOR | 11 | 11 | 0.02378
buffers and inverters | 88 | 135 | 0.07134
==> cells in the final DEF (no fill, tap or decap), types with 10 or more instances in the layout <==
| master | count |
|---|---|
| nand2_1 | 60 |
| buf_4 | 21 |
| nor2b_1 | 11 |
| nor2_1 | 58 |
| nand3b_1 | 10 |
| nand3_1 | 18 |
| o22ai_1 | 17 |
| nor3_1 | 22 |
| a21oi_1 | 69 |
| ha_1 | 23 |
| mux2i_1 | 14 |
| o21ai_0 | 53 |
| and2_1 | 18 |
| o211ai_1 | 16 |
| nor4_1 | 11 |
| dfxtp_1 | 36 |
| clkdlybuf4s50_1 | 73 |
| inv_1 | 29 |
| fa_1 | 14 |
| a211oi_1 | 11 |
==> metal layers <==
| layer | vias up | GRT usage | part of all wire |
|---|---|---|---|
| met5 | - | 0 | 0 |
| li1 | 2699 | - | - |
| met1 | 2714 | 0.3743 | 0.40 |
| met3 | 88 | 0.07131 | 0.11 |
| met2 | 378 | 0.4021 | 0.43 |
| met4 | 0 | 0.1400 | 0.059 |
==> worst max-delay path, delay by kind of cell <==
family	cells	cell delay, ns
AOI/OAI and AO/OA	3	0.46
adders and majority gates	8	3.29
and+or+nand+nor	4	0.85
buffers and inverters	4	1.53
xor gates and xnor gates	3	0.78
==> area by class of cell <==
| class | count | share of cell area |
|---|---|---|
| Inverter | 32 | 0.01985 |
| Timing Repair Buffer | 95 | 0.1476 |
| Tap cell | 216 | 0.04467 |
| Multi-Input combinational cell | 573 | 0.6410 |
| Sequential cell | 36 | 0.1191 |
| Clock buffer | 5 | 0.02068 |
| Clock inverter | 3 | 0.007031 |
==> worst max path at each step <==
stage                         to  cells past startpoint  start  slack [ns]
final                 flag_ex[3]                     22   B[0]        0.79
after CTS             flag_ex[3]                     22   B[0]        0.78
after global routing  flag_ex[3]                     22   B[0]        0.41
Power figures rest on the tool's default switching activity, not on a simulated workload.
