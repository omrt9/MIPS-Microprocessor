<file path="run.sh">
#!/bin/bash
# OpenROAD 26Q1-2900-gdf79404cd8, Yosys 0.63+post, stock flow scripts
make -C /OpenROAD-flow-scripts/flow DESIGN_CONFIG=/design/flow/config.mk WORK_HOME=/design/flow/orfs finish
</file>
<file path="config.mk">
export PLATFORM = sky130hd
export DESIGN_NAME = Reg_Bank
export DESIGN_NICKNAME = Reg_Bank
export VERILOG_FILES = /design/flow/design.v
export SDC_FILE = /design/flow/constraint.sdc
export NUM_CORES = 4
export LEC_CHECK = 1
export CORE_UTILIZATION = 40
</file>
<file path="constraint.sdc">
current_design Reg_Bank

set clk_period 2.1
set clk_io_pct 0.2

create_clock -name clk0 -period $clk_period [get_ports {clk}]

set non_clock_inputs [all_inputs -no_clocks]
set_input_delay [expr $clk_period * $clk_io_pct] -clock clk0 $non_clock_inputs
set_output_delay [expr $clk_period * $clk_io_pct] -clock clk0 [all_outputs]
</file>
<file path="design.v">
`timescale 1ns / 1ps
module Reg_Bank(A,B,ins,RW_dm,ans_ex,mux_ans_dm,ans_wb,imm,mux_sel_A,mux_sel_B,imm_sel,clk,reset);
output [7:0] A,B;
input [19:0] ins;
input [4:0] RW_dm;
input [7:0] ans_ex, mux_ans_dm, ans_wb, imm;
input [1:0] mux_sel_A, mux_sel_B;
input imm_sel, clk, reset;
wire [7:0] reg_A, reg_B;
wire [7:0] temp_B; 
reg  [7:0] temp_ra, temp_rb;
reg  [7:0] memory [31:0];
initial
begin
	memory[0]  = 8'h00;
	memory[1]  = 8'h01; 
	memory[2]  = 8'h02;
	memory[3]  = 8'h03;
	memory[4]  = 8'h04;
	memory[5]  = 8'h00;
	memory[6]  = 8'h06;
	memory[7]  = 8'h07;
	memory[8]  = 8'h08;
	memory[9]  = 8'h09;
	memory[10] = 8'h0a;
	memory[11] = 8'h0b;
	memory[12] = 8'h0c;
	memory[13] = 8'h0d;
	memory[14] = 8'h0e;
	memory[15] = 8'h0f;
	memory[16] = 8'h10;
	memory[17] = 8'h11;
	memory[18] = 8'h12;
	memory[19] = 8'h13;
	memory[20] = 8'h14;
	memory[21] = 8'h15;
	memory[22] = 8'h16;
	memory[23] = 8'h17;
	memory[24] = 8'h18;
	memory[25] = 8'h19;
	memory[26] = 8'h1a;
	memory[27] = 8'h1b;
	memory[28] = 8'h1c;
	memory[29] = 8'h1d;
	memory[30] = 8'h1e;
	memory[31] = 8'h1f;
end
assign reg_A = (reset==1'b0) ? 0 : temp_ra;
assign reg_B = (reset==1'b0) ? 0 : temp_rb;
always@(posedge clk)
begin 
	temp_ra <= memory[ins[9:5]];
	temp_rb <= memory[ins[4:0]];
	memory[RW_dm] <= mux_ans_dm;
end
assign A = 	(mux_sel_A == 2'b00) ? reg_A :
				(mux_sel_A == 2'b01) ? ans_ex :
				(mux_sel_A == 2'b10) ? mux_ans_dm :
				(mux_sel_A == 2'b11) ? ans_wb :
				8'bx;
assign temp_B = (mux_sel_B == 2'b00) ? reg_B :
					(mux_sel_B == 2'b01) ? ans_ex :
					(mux_sel_B == 2'b10) ? mux_ans_dm :
					(mux_sel_B == 2'b11) ? ans_wb :
					8'bx;
assign B = (imm_sel == 0) ? temp_B : imm;
endmodule
</file>
==> flow_metrics.env <==
# implementation run metrics
export IMPL_tightest_slew_ns=0.475
export IMPL_drt_iter0_drc=453
export IMPL_hp_start="mux_ans_dm[3]"
export IMPL_worst_ep_arrival_time_ns=1.79
export IMPL_path_delay_family="multiplexers"
export IMPL_routed_wl_um=35100
export IMPL_syn_avg_cell_area_um2=21.1
export IMPL_die_width_um=181
export IMPL_yosysWarnings=1
export IMPL_whs_ns=0.344
export IMPL_critical_path_max_stage_delay_ns=0.43
export IMPL_setup_slack_ns=-0.110
export IMPL_reg2reg_from="memory[23][4]"
export IMPL_numCtsBuffers=29
export IMPL_grt_pass1_vias=8052
export IMPL_ant_nets=0
export IMPL_drc=0
export IMPL_path_buffers=1
export IMPL_antenna_found_initial=0
export IMPL_tool_warnings=37
export IMPL_max_vdd_ir_drop_mv=0.621
export IMPL_start_kind="register"
export IMPL_htree_levels=1
export IMPL_routedWlPerCell_um=29.8
export IMPL_io_buffers=69
export IMPL_netlist_area_um2=12800
export IMPL_r2r_slack_ns=0.22
export IMPL_criticalPathCategory="reg2out"
export IMPL_min_to="memory[28][3]"
export IMPL_worst_r2r_path_depth=3
export IMPL_hold_path_class="in2reg"
export IMPL_synth_seq_cells=272
export IMPL_placed_cell_area_um2=14500
export IMPL_setup_violations=1
export IMPL_leakage_nw=5.20
export IMPL_drive_above_1_share_pct=44.4
export IMPL_final_hold_violation_count=0
export IMPL_chipArea_um2=32600
export IMPL_finalInstanceArea_um2=15700
export IMPL_clk_path_buf_depth=3
export IMPL_pre_cts_ws_ns=-0.567
export IMPL_drt_pass1_iter_count=6
export IMPL_vias_per_cell=5.99
export IMPL_cp_end_kind="output pin"
export IMPL_ys_chip_area_um2=12800
export IMPL_synth_cells=605
export IMPL_violations="setup timing"
export IMPL_outcome="complete, but fails checks"
export IMPL_ys_cells=605
export IMPL_clk_pin_slew_ns=0.06
export IMPL_r2r_end="temp_rb[4]"
export IMPL_final_cell_count_no_fill=1176
export IMPL_path_cells="and2_4 -> mux4_2 -> mux2_4 -> buf_2"
export IMPL_nFillCells=2408
export IMPL_drv_cap=0
export IMPL_dr_total_vias=7046
export IMPL_ff_latch_area_um2=8010
export IMPL_final_setup_tns_ns=-0.110
export IMPL_gr_total_overflow=0
export IMPL_final_cell_mix="256 x edfxtp_1, 159 x mux4_2, 70 x buf_4, 37 x clkdlybuf4s50_1, 33 x nor2_1"
export IMPL_insertion_delay_ns=0.55
export IMPL_critPathMaxFanout=1
export IMPL_synth_cell_type_count=25
export IMPL_finClkSkew_ns=0.0191
export IMPL_ys_seq_share_pct=62.8
export IMPL_logic_area_um2=4570
export IMPL_core_area_um2=31500
export IMPL_die_h_um=181
export IMPL_fp_util_pct=40.5
export IMPL_syn2layout_area_growth_pct=23.0
export IMPL_lay_top_count="edfxtp_1"
export IMPL_hold_depth=2
export IMPL_cts_tree="done"
export IMPL_finalCriticalPeriod_ns=2.21
export IMPL_dpl_hpwl_um=23900
export IMPL_grt_start_max_net_pins=41
export IMPL_numClockSinks=272
export IMPL_powerDensity_nw_per_um2=809
export IMPL_clock_root_buffer="clkbuf_16"
export IMPL_rsz0062_at_grt="true"
export IMPL_track_usage_pct=24.6
export IMPL_dp_cells=1110
export IMPL_required_ns=1.68
export IMPL_fin_crit_sh_pct=105
export IMPL_fmax_mhz=452
export IMPL_maxSlewHeadroom_pct=68.3
export IMPL_gp_congestion=0.908
export IMPL_row_count=65
export IMPL_grt_pass1_wl_um=52700
export IMPL_cts_hold_buf=0
export IMPL_slew_viol_final=0
export IMPL_pin_count=80
export IMPL_num_antenna_cells=0
export IMPL_slowest_stage="mux4_2"
==> how the worst max path moves through the flow <==
stage | startpoint | endpoint | slack (ns) | depth (start not counted)
after CTS | temp_rb[6] | B[6] | -0.11 | 4
after global routing | temp_rb[6] | B[6] | -0.15 | 4
final | temp_rb[6] | B[6] | -0.11 | 4
==> metal layers <==
| layer | vias to the layer above | part of all wire, % | GRT usage (%) |
|---|---|---|---|
| li1 | 2949 | - | - |
| met1 | 3578 | 35 | 32.5 |
| met2 | 467 | 47 | 35.6 |
| met3 | 52 | 16 | 17.4 |
| met4 | 0 | 2.1 | 4.21 |
| met5 | - | 0 | 0 |
==> area by class of cell <==
| class | count | share of cell area (%) |
|---|---|---|
| multi-input cells | 284 | 29.2 |
| clock buffers | 35 | 4.90 |
| clock inverters | 18 | 1.32 |
| well taps | 402 | 3.21 |
| flip-flops and latches | 272 | 51.1 |
| repair buffers | 165 | 10.3 |
==> flip-flops by register name (all words and copies together), names as in the netlist <==
name,cells
temp_ra,8
temp_rb,8
memory,256
==> synthesized netlist by cell type <==
cell        n  share of area, %
buf_6       2              0.18
mux4_2    159                28
mux4_1      3              0.62
nor2b_1     2             0.098
edfxtp_1  256                60
nand3_1     1             0.039
nand2_1     9              0.26
and2_0      3              0.15
or3b_2      2              0.14
a21oi_1     7              0.27
dfxtp_1    16               2.5
nand3b_1    3              0.18
buf_1      15              0.44
nor2_1     33              0.97
or2_2       1             0.049
and2_1      6              0.29
mux2_2     17               1.5
clkbuf_1   18              0.53
a221oi_1   14              0.96
buf_4      12              0.71
o31ai_1     7              0.41
mux2i_1    14               1.1
nand2b_1    2             0.098
or3_1       1             0.049
buf_2       2             0.078
==> power breakdown <==
group	internal (mW)	switching (mW)
combinational	0.731	0.652
clock	3.10	2.07
sequential	6.08	0.0637
total	9.91	2.79
==> metrics by stage <==
step           util [%]  total power, mW
2_1_floorplan         -             6.96
3_3_place_gp       46.1             7.57
3_5_place_dp       46.1             7.61
4_1_cts            49.6             12.8
5_1_grt            49.8             13.1
6_report           49.8             12.7
==> cells by family after synthesis <==
family	after synthesis	share of synthesized area (%)
muxes	193	31.3
AOI/OAI and AO/OA	28	1.65
DFF	272	62.8
buffers and inverters	49	1.93
and+or+nand+nor	63	2.33
==> repair_timing <==
action	CTS	global route
pin swaps	10	7
gates resized	63	12
setup endpoints to repair	16	11
gates cloned	1	0
setup buffers	10	3
==> worst reg2reg max path, stage by stage (launching register included) <==
cell and delay (ns):
edfxtp_1 0.40, mux4_2 0.54, mux4_2 0.55, mux2_2 0.28
Power and IR drop assume default switching activity.
